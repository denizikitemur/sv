--- flow/design.v ---
module alu2020 #(parameter XLEN = 32, INPUT_REG = 1, OUTPUT_REG = 1) (
    input  logic clk,
    input  logic [XLEN-1:0] a, b,
    input  logic [3:0] op,
    output logic [XLEN-1:0] s,
    output logic n, z, v, c,
    output logic hata
);
logic [XLEN-1:0] areg, breg, res;
logic [XLEN:0] subreg;
logic nreg, vreg, creg, zreg, err;
logic [3:0] opreg;
logic [4:0] shamt;
generate
if (INPUT_REG === 1)
begin
    always_ff @(posedge clk) begin
        areg <= a;
        breg <= b;
        opreg <= op;
    end
end
else begin
    assign areg = a;
    assign breg = b;
    assign opreg = op;
end
endgenerate
generate
if (OUTPUT_REG === 1)
begin
    always_ff @(posedge clk) begin
        s <= res;
        hata <= err;
        c <= creg;
        n <= nreg;
        z <= zreg;
        v <= vreg;
    end
end
else begin
    assign s = res;
    assign hata = err;
    assign c = creg;
    assign n = nreg;
    assign z = zreg;
    assign v = vreg;
end
endgenerate
logic [XLEN:0] lsl, lsr;
logic signed [XLEN:0] asr;
assign shamt = breg[4:0];
assign subreg = {1'b0, areg} - {1'b0, breg};
assign lsl = {1'b0, areg} << shamt;
assign lsr = {areg, 1'b0} >> shamt;
assign asr =  $signed({areg, 1'b0}) >>> shamt;
always_comb
begin
    creg = 1'b0;
    err = 1'b0;
    if      (opreg == 4'b0000) {creg, res} = areg + breg;
    else if (opreg == 4'b1000) begin
        creg = ~subreg[XLEN];
        res = subreg[XLEN-1:0];
    end
    else if (opreg == 4'b0001) {creg, res} = lsl;
    else if (opreg == 4'b0011) if (areg > breg) res = 32'b1; else res = 32'b0;
    else if (opreg == 4'b0010) if ($signed(areg) > $signed(breg)) res = 32'b1; else res = 32'b0;
    else if (opreg == 4'b0100) res = areg ^ breg;
    else if (opreg == 4'b0101) {res, creg} = lsr;
    else if (opreg == 4'b1101) {res, creg} = asr;
    else if (opreg == 4'b0110) res = areg | breg;
    else if (opreg == 4'b0111) res = areg & breg;
    else begin
        res = 'b0;
        err = 1'b1;
    end
end
assign zreg = (res === 0);
assign nreg = res[XLEN-1];
assign vreg = (res[XLEN-1] != areg[XLEN-1]) && (
    ((opreg == 4'b0000) && (areg[XLEN-1] == breg[XLEN-1])) ||
    ((opreg == 4'b1000) && (areg[XLEN-1] != breg[XLEN-1])) );
endmodule
--- flow/run.sh ---
#!/bin/bash
# OpenROAD 26Q1-2900-gdf79404cd8, Yosys 0.63+post, stock flow scripts
make -C /OpenROAD-flow-scripts/flow DESIGN_CONFIG=/design/flow/config.mk WORK_HOME=/design/flow/orfs finish
--- flow/config.mk ---
export PLATFORM = sky130hd
export DESIGN_NAME = alu2020
export DESIGN_NICKNAME = alu2020
export VERILOG_FILES = /design/flow/design.v
export SDC_FILE = /design/flow/constraint.sdc
export NUM_CORES = 4
export LEC_CHECK = 1
export CORE_UTILIZATION = 30
export SYNTH_HDL_FRONTEND = slang
--- flow/constraint.sdc ---
current_design alu2020

set clk_period 16.0
set clk_io_pct 0.2

create_clock -name clk0 -period $clk_period [get_ports {clk}]

set non_clock_inputs [all_inputs -no_clocks]
set_input_delay [expr $clk_period * $clk_io_pct] -clock clk0 $non_clock_inputs
set_output_delay [expr $clk_period * $clk_io_pct] -clock clk0 [all_outputs]
==> results.toml <==
# flow metrics
[status]
outcome = "finished, final reports clean"

[cts]
cts_resized = 0
cts_sinks = 104
postCtsSetupRepairBufs = 0
hold_buffers = 0
path_clk_slew_ps = 80
cts.path.max_buffers = 2
cts_made_buffers = 9
cts_tree = "built"
cts.htree.levels = 3
ctsRootBufferMaster = "sky130_fd_sc_hd__clkbuf_16"
clock_insertion_delay_worst_skew_ps = 410

[die]
core.rowCount = 76
io_pins = 106
die.size.x_um = 213
floorplan.initialDensity = 0.307
die-height_um = 213
dieArea_um2 = 45200
fp.coreArea_um2 = 43400

[timing]
finalCritPeriodShare = 0.343
timing_hold_violations_final = 0
fin_worst_skew_ps = 13.4
max_clock_freq_mhz = 182
timing_max_transition_violations_final = 0
setup_slack_ps = 10510
post_route_minimum_period_ps = 5490
worst_pin_slew_ps = 942
worst_hold_slack_ps = 807
maxSlewHeadroom = 0.356
setup_viol = 0
rsz_0062_raised_after_global_routing = "no"
finalSetupTns_ps = 0

[global_routing]
grt_pass1_vias = 13900
grt_overflow_total = 0
number_of_antenna_violations_at_the_first_check_in_global_routing = 2
maximum_number_of_pins_on_one_net_before_global_route_repair = 59
grt.total_usage = 0.322
grt_first_pass_wirelength_um = 102000

[critical_path]
crit_path_top_delay_cell = "sky130_fd_sc_hd__dfxtp_4"
crit_path_max_incr_delay_ps = 800
nature_of_the_critical_path_startpoint = "register"
cp.buffers_inverters = 1
timing_worst_setup_path_type = "reg -> reg"
timing.critical_path.cells = "clkinv_1 > ha_1 > a211oi_1 > o211ai_1 > a31oi_1 > o21ai_0 > o21ai_0 > o21a_1 > mux2i_1 > a311oi_1 > or4_1 > or4_1 > nor4_2"
kind_of_end_point_of_the_critical_path = "register"
timing.critical_path.max_delay_family = "AND-OR/OR-AND gates"
timing.critical_path.arrival_ps = 5810
worstPathRequired_ps = 16320
crit_path_max_fanout = 50

[place]
gp_routability_congestion = 1.08
portBuffers = 105
dp.final_hpwl_um = 53600
place_worst_setup_slack_ps = 10610

[layout]
area_growth_syn_to_layout_pct = 13.4
multiInputGateArea_um2 = 10100
drive_gt1_frac = 0.114
register_area_um2 = 2100
final_core_util = 0.348
fillerInstances = 4590

[logic_synthesis]
avgSynthCellArea_um2 = 7.84
post-synth-top-area-fraction = 0.157
netlist_area_um2 = 13300
synthDistinctLibCells = 97
synth-seq-cells = 104
synth-warning-count = 0
yosys_most_used_dff = "sky130_fd_sc_hd__dfxtp_1"
post-synth-top-area-cell = "sky130_fd_sc_hd__dfxtp_1"
mapped_cells = 1696
async_flop_share = 0
ys_cells = 1696
ys_chip_area_um2 = 13300
yosysSeqAreaShare = 0.157
ys_top_cells_by_area = "sky130_fd_sc_hd__dfxtp_1 16%, sky130_fd_sc_hd__mux4_2 10%, sky130_fd_sc_hd__ha_1 9.1%"
enable_flop_cells = 0

[drt]
drt_pre_antenna_iters = 6
routed_wire_length_per_instance_um = 30.4
antenna_diode_count = 0
detail_route.drc_violations = 0
avgViaCountPerCell = 6.36
antenna_violating_nets_post_route = 0
starting_drc_count_in_detailed_routing = 1773
total_via_count_after_detailed_routing = 14700
wl_um = 70200

[hold_path]
holdCritPathClass = "reg -> reg"

[run]
number_of_logged_tool_warnings = 90
maxCapViolations = 0

[pwr]
pwr_density_cell_nw_per_um2 = 66.2
vdd_ir_drop_max_mv = 0.0467
static-leakage-power_uw = 0.00592
[state kept, by name, indices dropped and copies added (netlist names), 4 cells and up]
signal  flops
s          31
areg       32
breg       32
opreg       4
[layout by cell type (no fill, tap or decap), types with 17 or more instances in the layout]
cell type                         Yosys  routed
sky130_fd_sc_hd__o22ai_1             25      25
sky130_fd_sc_hd__inv_1              101     101
sky130_fd_sc_hd__nor2b_1             18      18
sky130_fd_sc_hd__o211ai_1            22      22
sky130_fd_sc_hd__o21ai_0             97      97
sky130_fd_sc_hd__nor2_1             144     143
sky130_fd_sc_hd__buf_4                6      55
sky130_fd_sc_hd__a31oi_1             19      19
sky130_fd_sc_hd__o221ai_1            18      18
sky130_fd_sc_hd__a221oi_1            18      18
sky130_fd_sc_hd__nand2_1            140     140
sky130_fd_sc_hd__a211oi_1            27      27
sky130_fd_sc_hd__clkdlybuf4s50_1      0     105
sky130_fd_sc_hd__dfxtp_1            104      99
sky130_fd_sc_hd__a21oi_1            149     149
sky130_fd_sc_hd__ha_1                97      97
sky130_fd_sc_hd__mux4_2              59      59
sky130_fd_sc_hd__mux2i_1             50      50
sky130_fd_sc_hd__nor3_1              35      35
sky130_fd_sc_hd__nand3_1             38      38
sky130_fd_sc_hd__nor4_1              17      17
sky130_fd_sc_hd__nand2b_1            17      17
sky130_fd_sc_hd__mux2_2              24      24
[routing by layer]
layer | share of wire | track usage | routed length, um
met1 | 0.41 | 0.452 | 28700
met2 | 0.43 | 0.468 | 30000
met3 | 0.11 | 0.0968 | 8030
met4 | 0.048 | 0.117 | 3370
met5 | 0.00017 | 0 | 12
[power by group]
| part | internal (uW) | total [uW] | switching (uW) |
|---|---|---|---|
| clock | 121 | 232 | 111 |
| sequential | 280 | 305 | 25.3 |
| combinational | 177 | 461 | 284 |
| total | 577 | 998 | 420 |
[cells by family (layout without fill, tap and decap cells)]
| group | after synthesis | count (layout) | synth area share |
|---|---|---|---|
| AND/OR/NAND/NOR | 502 | 502 | 0.184 |
| adder cells (fa/ha/maj) | 99 | 99 | 0.0943 |
| multiplexers | 140 | 140 | 0.171 |
| AND-OR/OR-AND | 580 | 580 | 0.299 |
| XOR/XNOR | 17 | 17 | 0.0112 |
| buffers and inverters | 254 | 282 | 0.0847 |
| flip-flops | 104 | 104 | 0.157 |
[synthesized netlist by cell type, types with 16 or more instances]
cell,number
sky130_fd_sc_hd__o221ai_1,18
sky130_fd_sc_hd__clkbuf_1,82
sky130_fd_sc_hd__nor4_1,17
sky130_fd_sc_hd__o21bai_1,16
sky130_fd_sc_hd__a221oi_1,18
sky130_fd_sc_hd__o22ai_1,25
sky130_fd_sc_hd__mux2i_1,50
sky130_fd_sc_hd__nand2b_1,17
sky130_fd_sc_hd__o21ai_0,97
sky130_fd_sc_hd__nand3_1,38
sky130_fd_sc_hd__nor3_1,35
sky130_fd_sc_hd__o21a_1,16
sky130_fd_sc_hd__dfxtp_1,104
sky130_fd_sc_hd__nor2b_1,18
sky130_fd_sc_hd__a211oi_1,27
sky130_fd_sc_hd__a31oi_1,19
sky130_fd_sc_hd__nor2_1,144
sky130_fd_sc_hd__nand2_1,140
sky130_fd_sc_hd__o211ai_1,22
sky130_fd_sc_hd__mux2_2,24
sky130_fd_sc_hd__mux4_2,59
sky130_fd_sc_hd__ha_1,97
sky130_fd_sc_hd__a21oi_1,149
sky130_fd_sc_hd__buf_2,34
sky130_fd_sc_hd__inv_1,101
[final timing paths]
kind / from / to / slack [ps] / cells past startpoint
setup reg to reg: breg[1] / z / 10510 / 13
hold / removal: breg[31] / c / 810 / 3
hold reg to reg: breg[31] / c / 810 / 3
setup / recovery: breg[1] / z / 10510 / 13
[layout make-up]
type | count | share of cell area
Sequential cell | 104 | 0.139
Clock inverter | 5 | 0.00382
Timing Repair Buffer | 160 | 0.0971
Multi-Input combinational cell | 1338 | 0.670
Clock buffer | 11 | 0.0154
Inverter | 106 | 0.0264
Tap cell | 585 | 0.0485
[metrics by stage]
step | cell area [um^2] | std cells | power (uW)
2_1_floorplan | 13300 | 1696 | 574
6_report | 15100 | 2309 | 998
3_5_place_dp | 14800 | 2293 | 754
5_1_grt | 15100 | 2309 | 1040
3_3_place_gp | 14800 | 2293 | 760
4_1_cts | 15100 | 2309 | 994
[tightest hold or removal path, stage by stage, from the launching register on]
cell                       delay, ps
sky130_fd_sc_hd__dfxtp_1         330
sky130_fd_sc_hd__ha_1            200
sky130_fd_sc_hd__nor2_1          120
sky130_fd_sc_hd__a221oi_1        100
No activity file was given, so power comes from the tool's default toggle rates.
