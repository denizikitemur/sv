<file path="flow/config.mk">
export PLATFORM = sky130hd
export DESIGN_NAME = fsm_counter
export DESIGN_NICKNAME = fsm_counter
export VERILOG_FILES = /design/flow/design.v
export SDC_FILE = /design/flow/constraint.sdc
export NUM_CORES = 4
export LEC_CHECK = 1
export CORE_UTILIZATION = 30
export SYNTH_HDL_FRONTEND = slang
</file>
<file path="flow/constraint.sdc">
current_design fsm_counter

set clk_period 3.4
set clk_io_pct 0.2

create_clock -name clk0 -period $clk_period [get_ports {clk}]

set non_clock_inputs [all_inputs -no_clocks]
set_input_delay [expr $clk_period * $clk_io_pct] -clock clk0 $non_clock_inputs
set_output_delay [expr $clk_period * $clk_io_pct] -clock clk0 [all_outputs]
</file>
<file path="flow/design.v">
module fsm_counter (
    input  logic clk, reset, A,
    output logic unlock
);
typedef enum {S0, S1, S2} statetype;
statetype state, nextstate;
int count = 0, nextcount = 0;
always_ff @(posedge clk) begin
    if (reset) begin
        state <= S0;
        count <= 0;
    end
    else begin
        state <= nextstate;
        count <= nextcount;
    end
end
always_comb begin
    nextcount = count;  
    case (state)
        S0:
            if (A) begin
                nextstate = S1;
                nextcount = 0;  
            end
            else   nextstate = S0;
        S1:
            if (A && count == 4) nextstate = S2;
            else if (A) begin
                nextstate = S1;
                nextcount = count + 1'b1;
            end
            else nextstate = S0;
        S2: nextstate = S0;
        default: nextstate = S0;
    endcase
end
always_comb
    if (state == S2) unlock = 1'b1;
    else unlock = 1'b0;
endmodule
</file>
<file path="flow/run.sh">
#!/bin/bash
# OpenROAD 26Q1-2900-gdf79404cd8, Yosys 0.63+post, stock flow scripts
make -C /OpenROAD-flow-scripts/flow DESIGN_CONFIG=/design/flow/config.mk WORK_HOME=/design/flow/orfs finish
</file>
==> flow_summary.ini <==
; synthesis and place-and-route metrics
[run_status]
status = complete, no violations

[detailed_routing]
wl_per_cell_microns = 15.9
n_antenna_cell = 0
firstDrtPassIters = 4
vias = 1908
routed_wl_microns = 5190
via_per_inst = 5.85
postRouteAntennaNets = 0
drc_errors = 0
drt_iter0_markers = 237

[die]
core_area_sq_um = 6060
die_y_microns = 82.0
io-pin-count = 4
fp_util = 0.317
chipArea_sq_um = 6720
core.rowCount = 28
die_x_microns = 82.0

[setup_path]
required_ns = 3.57
start_kind = input pin
path_class = in2reg
cp-end-kind = flop
reg2reg_to = count[23]
cp_max_fo = 12
ff2ff_path_depth = 5
r2r_setup_slack_ns = 0.96
crit_arrival_ns = 2.64
r2r_start = count[8]

[clock_network]
clock_latency_ns = 0.29
path_clk_slew_ns = 0.07
cts.path.max_buffers = 2
cts_sinks = 35
postCtsHoldBufs = 0
cts_buffers = 5
post-cts-setup-buffers = 0
root_buffer = clkbuf_8
post_cts_resized = 0
h-tree-depth = 2
cts_tree = yes

[power]
internal-power_w = 0.000587
p_clk_frac = 0.398
p_leak_nw = 0.668
powerDensity_nw_per_um2 = 363
netSwitchingFraction = 0.241
max-vdd-ir-drop_uv = 209
p_sw_w = 0.000186
pwr-share-comb = 0.065
p_total_w = 0.000773
seqPwrFrac = 0.537

[yosys]
ys.flops = 35
synth_area_sq_um = 1920
ys_seq_frac = 0.365
ys_cells = 247
ys_area_sq_um = 1920
ff_type = dfxtp_1
synthArstFlopShare = 0
edf_count = 0
synthDistinctLibCells = 38
yosysWarningCount = 0
syn_area_per_cell_sq_um = 7.77
syn_inst = 247

[placement]
globalplace.congestion = 0.872
dp_hpwl_microns = 3660
placed_cells = 319
numPortBuffers = 3

[final_layout]
finish.utilization = 0.351
fillers = 625
area_growth_pct = 10.8
most-common-layout-cells = 35 x dfxtp_1, 27 x nor2_1, 21 x nand2_1, 18 x nand3_1, 18 x a21oi_1
drive_gt1_frac = 0.0797
lay_top_count = dfxtp_1
final_cells = 326

[worst_hold_path]
hold_path_end = state[0]
hold_class = reg2reg
min_path_cells = 1
min-delay-start = state[1]

[timing]
drv_slew = 0
hold_viol = 0
fmax_ghz = 0.405
clock_skew_ns = 0.00689
fin_crit_sh = 0.726
maxSlewHeadroom = 0.565
setup_viol = 0
rsz0062_at_grt = no
setup_tns_ns = 0
finalCriticalPeriod_ns = 2.47
worst_pin_slew_ns = 0.647

[flow_run]
max_cap_violations = 0
warnings = 26

[grt]
grt_pass1_wl_microns = 8580
grt_use_total = 0.167
grt_max_degree = 16
antenna_found_initial = 0
grt-ovfl-total = 0
first_global_vias = 1726
## per-layer routing
metal | part of all wire | GRT usage
met1 | 0.48 | 0.245
met2 | 0.43 | 0.252
met3 | 0.061 | 0.0304
met4 | 0.029 | 0.0456
met5 | 0 | 0
## how the worst max path moves through the flow
| stage | start | end | slack, ns |
|---|---|---|---|
| 6_report | A | count[23] | 0.93 |
| 5_1_grt | A | count[23] | 0.75 |
| 4_1_cts | A | count[23] | 0.96 |
## area by class of cell
| cell class | instances | area (sq um) | share of cell area |
|---|---|---|---|
| Multi-Input combinational cell | 194 | 1150 | 0.539 |
| Sequential cell | 35 | 701 | 0.329 |
| Tap cell | 75 | 93.8 | 0.0441 |
| Clock buffer | 6 | 82.6 | 0.0388 |
| Timing Repair Buffer | 9 | 75.1 | 0.0353 |
| Inverter | 6 | 22.5 | 0.0106 |
| Clock inverter | 1 | 5.00 | 0.00235 |
## synthesized netlist by cell type, types with 5 or more instances
| cell type | count | area share |
|---|---|---|
| dfxtp_1 | 35 | 0.37 |
| nor2_1 | 27 | 0.053 |
| nand2_1 | 21 | 0.041 |
| a21oi_1 | 18 | 0.047 |
| nand3_1 | 18 | 0.047 |
| o21ai_0 | 13 | 0.034 |
| nor4_1 | 12 | 0.039 |
| a31oi_1 | 9 | 0.029 |
| clkbuf_1 | 9 | 0.018 |
| nand4_1 | 8 | 0.026 |
| a41oi_1 | 6 | 0.027 |
| and4_1 | 6 | 0.027 |
| inv_1 | 6 | 0.012 |
| nand2b_1 | 5 | 0.016 |
| nor4b_1 | 5 | 0.023 |
| or2_2 | 5 | 0.016 |
## power by group through the flow
stage	Clock [W]	Sequential, W	Combinational, W
4_1_cts	0.000317	0.000415	0.0000491
5_1_grt	0.000330	0.000415	0.0000547
6_report	0.000308	0.000415	0.0000501
## state kept, by name (all words and copies together), names as in the netlist
name   flops
count     32
state      3
## critical path, stage by stage
cell and delay, ns:
clkdlybuf4s50_1 0.62, nor4b_1 0.25, and4_1 0.25, nand3_1 0.38, nor4b_1 0.32, mux2i_1 0.15
## through the flow
step	worst slack [ns]	hold slack (ns)	area, sq um
after floorplan	1.28	0.386	1920
after global placement	0.686	0.459	2040
after detailed placement	0.655	0.457	2040
after CTS	0.959	0.479	2130
after global routing	0.746	0.507	2130
final	0.932	0.477	2130
## cell families (layout without fill, tap and decap cells)
| kind of cell | count (synthesis) | after routing | synth area share |
|---|---|---|---|
| AOI/OAI and AO/OA | 65 | 65 | 0.214 |
| xor gates and xnor gates | 4 | 4 | 0.0183 |
| adders and majority gates | 2 | 2 | 0.0130 |
| buffers and inverters | 18 | 22 | 0.0372 |
| DFF | 35 | 35 | 0.365 |
| muxes | 1 | 1 | 0.00522 |
| and+or+nand+nor | 122 | 122 | 0.347 |
Power and IR drop assume default switching activity.
