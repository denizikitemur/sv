**flow/config.mk**
```make
export PLATFORM = sky130hd
export DESIGN_NAME = fsm_counter_combined
export DESIGN_NICKNAME = fsm_counter_combined
export VERILOG_FILES = /design/flow/design.v
export SDC_FILE = /design/flow/constraint.sdc
export NUM_CORES = 4
export LEC_CHECK = 1
export CORE_UTILIZATION = 40
export SYNTH_HDL_FRONTEND = slang
```
**flow/run.sh**
```bash
#!/bin/bash
# OpenROAD 26Q1-2900-gdf79404cd8, Yosys 0.63+post, stock flow scripts
make -C /OpenROAD-flow-scripts/flow DESIGN_CONFIG=/design/flow/config.mk WORK_HOME=/design/flow/orfs finish
```
**flow/constraint.sdc**
```tcl
current_design fsm_counter_combined

set clk_period 9.6
set clk_io_pct 0.2

create_clock -name clk0 -period $clk_period [get_ports {clk}]

set non_clock_inputs [all_inputs -no_clocks]
set_input_delay [expr $clk_period * $clk_io_pct] -clock clk0 $non_clock_inputs
set_output_delay [expr $clk_period * $clk_io_pct] -clock clk0 [all_outputs]
```
**flow/design.v**
```verilog
module fsm_counter_combined (
    input  logic clk, reset, A,
    output logic unlock_reg, unlock
);
typedef enum {S0, S1, S2} statetype;
statetype state;
int count = 0;
always_ff @(posedge clk) begin
    if (reset) begin
        state <= S0;
        count <= 0;
        unlock_reg <= 1'b0;
    end
    else begin
        unlock_reg <= 1'b0;  
        case (state)
            S0:
                if (A) begin
                    state <= S1;
                    count <= 0;  
                end
                else   state <= S0;
            S1:
                if (A && count == 4) state <= S2;
                else if (A) begin
                    state <= S1;
                    count <= count + 1'b1;
                end
                else state <= S0;
            S2: begin
                unlock_reg <= 1'b1;  
                state <= S0;
            end
            default: state <= S0;
        endcase
    end
end
always_comb
    if (state == S2) unlock = 1'b1;
    else unlock = 1'b0;
endmodule
```
==> summary.txt <==
Synthesis and place-and-route results.

- The quantity of gates resized following cts is 0.
- The worst path setup slack after routing is 5.89 ns.
- The type of the worst setup path is primary input to register.
- The via count of the first global-routing pass is 1490.
- The launching element type of the critical path is a primary input.
- Across every metal layer, demand over resource in global routing totals 19.1%.
- The relative slew slack is 53.3%.
- The CTS tree is built.
- Setup repair after global routing left no endpoint under its margin.
- From left edge to right edge, the die measures 69.6 um.
- Endpoints with negative setup slack in the final report add up to 0.
- For this run, the number of standard cells in the final layout without fillers is 281.
- In this run, synthesis inferred 0 flip-flops with an integrated enable.
- For the worst setup path, the data arrival time is 3.89 ns.
- Fill cells in the final layout number 429.
- For the worst setup path, the data required time is 9.78 ns.
- The flip-flop count of the largest register, all copies and words added is 32.
- Before antenna repair, the detailed router went through 4 iterations.
- Across all layers, the routed design uses 1670 vias.
- The number of I/O pins is 5.
- The post-synthesis cell type count is 46.
- Max-cap violations in this run came to 0.
- The total negative setup slack is 0 ns.
- In the synthesis report, Yosys lists the chip area as 0.00183 mm2.
- The hold violation count in the final report is 0.
- The cell area power density is 138 mW/mm2.
- The worst-skew pair later-pin latency is 0.29 ns.
- The global-route wire length before repair is 7.20 mm.
- The critical path's slowest stage uses the library cell sky130_fd_sc_hd__clkdlybuf4s50_1.
- The flow ran to the end, and the final reports show no timing, DRC or antenna violations.
- The row count is 24.
- The peak ir drop on the vdd network is 0.0517 mV.
- The core region is 0.00438 mm2.
- In the final run the clock tree shows a worst skew of 0.00761 ns.
- The OpenROAD warning count is 26.
- The maximum frequency from static timing analysis is 0.270 GHz.
- The yosys cell count is 221.
- The total wirelength of the detailed-routed design is 4.36 mm.
- The type of the most critical hold path is register to register.
- The global route total overflow is 0.
- The final routed wire length divided by cell count is 15.5 um.
- The number of antenna violations at the first check in global routing is 0.
- The element type at the critical path end is a register.
- The post-placement worst setup slack is 5.59 ns.
- Broken down by cell family, the worst path's largest delay share belongs to AND-OR/OR-AND gates.
- For this run, the number of Yosys warnings is 0.
- The time the final worst path needs with I/O delays and setup is 3.71 ns.
- The remaining routing DRC violations is 0.
- The wire-length estimate of the detail-placed layout is 3.13 mm.
- Per the final layout report, the fraction of cells sized above drive strength 1 comes to 8.73%.
- The count of buffers inserted at the top-level ports is 4.
- The chip height is 69.6 um.
- After layout, the worst path uses 38.6% of the clock period.
- The combinational cell area excluding buffers and inverters is 0.00105 mm2.
- The actual transition at the worst max-transition pin is 0.698 ns.
- The area of the chip is 0.00484 mm2.
- Counting pins that exceed their max-slew limit in the final report gives 0.
- The report puts the hold buffer count at CTS at 0.
- After technology mapping, the gate count stands at 221.
- The buffer and inverter count on the worst path is 1.
- For this run, the leading register cell type out of synthesis is sky130_fd_sc_hd__dfxtp_1.
- In this run the critical path is formed by clkdlybuf4s50_1, nor4b_1, nand4_1, o31ai_4, nor2_1, o2bb2a_1.
- The final estimated routing congestion in global placement is 0.879.
- Clock tree synthesis inserted a total of 5 buffers.
- The number of clock sinks seen by CTS is 36.
- The violation tally from detailed-route iteration zero is 121.
- The H-tree was split into 2 levels.
- Sequential cells were found to cover 39.4% of the synthesized design area.
- The biggest cell delay along the critical path is 0.58 ns.
- In this run the post-CTS setup repair buffer count came out at 0.
- The average via count per standard cell is 5.94.
- Entering global routing, the biggest net connects 15 pins.
- The cell area after synthesis is 0.00183 mm2.
- The fraction of registers with async set or reset after synthesis is 0%.
- The number of placed instances, taps included, is 273.
- No sink is reached through more buffers than the 2 on the longest clock path.
- The clock transition at the register clock pins on the worst setup and hold paths after CTS is 0.07 ns.
- The worst hold slack after final layout is 0.484 ns.
- The cell at the root of the clock tree is sky130_fd_sc_hd__clkbuf_8.
- The post-detailed-route count of antenna-violating nets is 0.
- The starting density of the core is 41.7%.
- The report shows a maximum critical-path fanout of 9.
- The static leakage is 0.668 nW.
- The average instance in the mapped netlist occupies 8.27 um2.
- The flop and latch count out of synthesis is 36.
- The storage element area is 721 um2.
- The antenna diode count is 0.
- The growth of design area from synthesis to finish is 10.1%.
-- layout by cell type, fill, tap and decap left out, types with 3 or more instances in the layout --
cell | synthesis | final
sky130_fd_sc_hd__a21oi_1 | 18 | 18
sky130_fd_sc_hd__o31ai_1 | 3 | 3
sky130_fd_sc_hd__xor2_1 | 6 | 6
sky130_fd_sc_hd__o22a_1 | 4 | 4
sky130_fd_sc_hd__and3_1 | 3 | 3
sky130_fd_sc_hd__nand4_1 | 11 | 11
sky130_fd_sc_hd__inv_1 | 7 | 7
sky130_fd_sc_hd__clkbuf_8 | 0 | 6
sky130_fd_sc_hd__nor2_1 | 30 | 30
sky130_fd_sc_hd__o21ai_0 | 8 | 8
sky130_fd_sc_hd__nor4b_1 | 3 | 3
sky130_fd_sc_hd__nor4_1 | 6 | 6
sky130_fd_sc_hd__nand2_1 | 15 | 15
sky130_fd_sc_hd__clkdlybuf4s50_1 | 0 | 4
sky130_fd_sc_hd__dfxtp_1 | 36 | 36
sky130_fd_sc_hd__nand3_1 | 17 | 17
sky130_fd_sc_hd__a31oi_1 | 6 | 6
sky130_fd_sc_hd__nor3_1 | 7 | 7
sky130_fd_sc_hd__buf_4 | 2 | 3
-- synthesized netlist by cell type, types with 3 or more instances --
| cell type | number | area share [%] |
|---|---|---|
| sky130_fd_sc_hd__a21oi_1 | 18 | 4.9 |
| sky130_fd_sc_hd__a31oi_1 | 6 | 2.1 |
| sky130_fd_sc_hd__and3_1 | 3 | 1.0 |
| sky130_fd_sc_hd__clkbuf_1 | 4 | 0.82 |
| sky130_fd_sc_hd__dfxtp_1 | 36 | 39 |
| sky130_fd_sc_hd__inv_1 | 7 | 1.4 |
| sky130_fd_sc_hd__nand2_1 | 15 | 3.1 |
| sky130_fd_sc_hd__nand3_1 | 17 | 4.7 |
| sky130_fd_sc_hd__nand4_1 | 11 | 3.8 |
| sky130_fd_sc_hd__nor2_1 | 30 | 6.2 |
| sky130_fd_sc_hd__nor3_1 | 7 | 1.9 |
| sky130_fd_sc_hd__nor4_1 | 6 | 2.1 |
| sky130_fd_sc_hd__nor4b_1 | 3 | 1.4 |
| sky130_fd_sc_hd__o21ai_0 | 8 | 2.2 |
| sky130_fd_sc_hd__o22a_1 | 4 | 1.9 |
| sky130_fd_sc_hd__o31ai_1 | 3 | 1.2 |
| sky130_fd_sc_hd__xor2_1 | 6 | 2.9 |
-- cell families after synthesis --
logic type | count (synthesis) | share of synthesized area [%]
flip-flops | 36 | 39.4
AND/OR/NAND/NOR | 106 | 31.3
XOR/XNOR | 7 | 3.35
buffers and inverters | 14 | 3.35
AND-OR/OR-AND | 55 | 20.5
multiplexers | 1 | 0.616
adder cells (fa/ha/maj) | 2 | 1.37
-- final timing paths --
kind	startpoint	end	slack, ns	depth (start not counted)
worst min register to register	state[1]$_DFF_P_	state[0]$_DFF_P_	0.48	1
worst max-delay path	A	count[10]$_SDFFE_PP0P_	5.89	6
worst min-delay path	state[1]$_DFF_P_	state[0]$_DFF_P_	0.48	1
worst max register to register	count[7]$_SDFFE_PP0P_	count[25]$_SDFFE_PP0P_	7.44	5
-- routing by layer --
metal  GRT usage [%]  up-vias  part of all wire (%)
li1                -      840                     -
met1            29.1      785                    48
met2            28.8       40                    45
met3            4.57        5                   6.0
met4            2.72        0                   1.1
met5               0        -                     0
-- cell type report --
cell class / count / share of cell area (%)
multi-input cells: 171 / 52.0
repair buffers: 7 / 3.11
clock inverters: 2 / 0.497
well taps: 52 / 3.23
inverters: 7 / 1.31
flip-flops and latches: 36 / 35.8
clock buffers: 6 / 4.10
-- report_power, final --
group / total (mW) / internal [mW] / leakage, nW / switching, mW
clock network: 0.111 / 0.0573 / 0.0510 / 0.0539
registers: 0.151 / 0.150 / 0.290 / 0.00106
logic: 0.0159 / 0.00477 / 0.327 / 0.0111
total: 0.278 / 0.212 / 0.668 / 0.0661
-- through the flow --
step | utilization (%) | area (um2) | total power, mW
detailed placement | 43.8 | 1920 | 0.170
global route | 45.9 | 2010 | 0.291
global placement | 43.8 | 1920 | 0.170
finish | 45.9 | 2010 | 0.278
CTS | 45.9 | 2010 | 0.281
floorplan | - | 1830 | 0.165
-- worst register-to-register path, cell delays in order (launching register included) --
cell and delay, ns:
sky130_fd_sc_hd__dfxtp_1 0.49, sky130_fd_sc_hd__nand4_1 0.25, sky130_fd_sc_hd__nor4_4 0.59, sky130_fd_sc_hd__nand2_2 0.15, sky130_fd_sc_hd__or4_1 0.49, sky130_fd_sc_hd__a21oi_1 0.14
Power figures rest on the tool's default switching activity, not on a simulated workload.
